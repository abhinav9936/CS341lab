$ cat design.v
`timescale 1ns / 10ps
module ID_EXEstage (
	input  clk,  
	input  rst, 
    input  alusrc_cntrl_in,
    input [2:0] aluop_cntrl_in,
    input  [32-1:0] rdata1_in,
    input  [32-1:0] rdata2_in,
    input [32-1:0] bit_extval_in, 
    input  [4:0] inp,  
    output  reg alusrc_cntrl_out,
    output  reg [2:0] aluop_cntrl_out,
    output  reg [32-1:0] rdata1_out,
    output  reg [32-1:0] rdata2_out,
    output  reg [32-1:0] bit_extval_out,
    output reg [4:0] out
);
always @ (posedge clk) begin
	if (rst)
	begin
		alusrc_cntrl_out <= 0;
		aluop_cntrl_out <= 0;
		rdata1_out <= 0;
		rdata2_out <= 0;
		bit_extval_out <= 0;
		out <= 0;
	end
	else
	begin
		alusrc_cntrl_out <= alusrc_cntrl_in;
        aluop_cntrl_out <= aluop_cntrl_in;
        rdata1_out <= rdata1_in;
        rdata2_out <= rdata2_in;
        bit_extval_out <= bit_extval_in;
        out <= inp;
	end
end 
endmodule
`timescale 1ns / 1ps
`timescale 1ns / 10ps
module IF_ID(
	input  clk, 
    input rst,	
	input [32-1:0] instrin, 
	output reg [32-1:0] instrout
);
always @ (posedge clk) begin
	if (rst)
	begin
		instrout <= 0;
	end
	else
	begin
		instrout <= instrin;
	end
end 
endmodule
`timescale 1ns / 10ps
module PC(
       clk,
		 rst,       
		 nextPC,		 
		 currPC);
		 input clk,rst;		 
		 input [32 - 1:0]nextPC;		  
		 output reg [32 - 1:0]currPC;
	always @ (posedge clk) begin
             if (rst)
             begin
                 currPC <= 0;
             end
             else
             begin
                 currPC <= nextPC+1;
             end
         end 	 
endmodule	
`timescale 1ns / 10ps
module alu(
   a,    
   b,    
   op,    
   out    
   );
   input [32-1:0] a, b;
   input [2:0] op;
   output reg [32-1:0] out;
always @(a or b or op )
begin
   case(op)
       6'b000000: out = a+b;
       6'b000001: out = a - b;
       6'b000010: out = a & b;
       6'b000011:  out = a^b;
       6'b000100: out = a<=b;
       6'b000101: out = a*b;
       6'b000110: out = a+b;
default: out = 0;  
   endcase
end
endmodule
`timescale 1ns / 10ps
module control(
  input [5:0] inst_cntrl, 
  output reg wen_cntrl,
  output reg alusrc_cntrl,
  output reg regdst_cntrl,
  output reg [2:0] aluop_cntrl
  );
  always@(inst_cntrl)
  begin
    case(inst_cntrl)
			6'b000000: begin
					wen_cntrl=1;
					alusrc_cntrl=0;
					regdst_cntrl=1;
					aluop_cntrl=inst_cntrl[2:0];
			end
        6'b000001: begin
                wen_cntrl=1;
					 alusrc_cntrl=0;
					 regdst_cntrl=1;
                aluop_cntrl=inst_cntrl[2:0];
        end
        6'b000010: begin
                wen_cntrl=1;
					 alusrc_cntrl=0;
					 regdst_cntrl=1;
                aluop_cntrl=inst_cntrl[2:0];
        end
        6'b000011: begin
                wen_cntrl=1;
					 alusrc_cntrl=0;
					 regdst_cntrl=1;
                aluop_cntrl=inst_cntrl[2:0];
        end
        6'b000100: begin
                wen_cntrl=1;
					 alusrc_cntrl=0;
					 regdst_cntrl=1;
                aluop_cntrl=inst_cntrl[2:0];
        end
        6'b000101: begin
                wen_cntrl=1;
					 alusrc_cntrl=0;
					 regdst_cntrl=1;
                aluop_cntrl=inst_cntrl[2:0];
			end
		6'b000110: begin
                wen_cntrl=1;
					 alusrc_cntrl=1;
					 regdst_cntrl=0;
                aluop_cntrl=inst_cntrl[2:0];
        end
		default: begin
				wen_cntrl=1; 
				alusrc_cntrl=0;
				regdst_cntrl=1;
				aluop_cntrl=inst_cntrl[2:0];
		end	
    endcase
  end
endmodule
`timescale 1ns / 10ps
module memory( clk, rst, wen, addr, data_in, data_out); 
  input clk;
  input rst;
  input wen;					 
  input [32-1:0] addr;       
  input [32-1:0] data_in;    
  output [32-1:0] data_out;  
  reg [32-1:0] memory [0:32*32-1];  
assign data_out = memory[addr];		    
  always @(posedge clk)
    begin
      if(rst)
        begin
        memory[0] <= 32'h00000000;
        memory[1] <= 32'h05031000;
        memory[2] <= 32'h00000000;
        memory[3] <= 32'h00430800;
        memory[4] <= 32'h00000000;
        memory[5] <= 32'h0901F000;
        memory[6]  <= 32'h00000000;
        memory[7] <= 32'h1502F800;
        memory[8]  <= 32'h00000000;
        memory[9] <= 32'h03fa5000;
        memory[10] <= 32'h18E40001;
        memory[11] <= 32'h00000000;
        memory[12] <= 32'h00000000;
	end
      else
        begin
          if (wen) 
            begin            
              memory[addr] <= data_in;
            end
	end
    end
endmodule
`timescale 1ns / 10ps
`timescale 1ns / 1ps
module regfile (
	clk,
	rst,
	wen,
	raddr1, 
	raddr2, 
	waddr, 
	wdata, 
	rdata1,
	rdata2
	);
	input clk;
	input rst;
	input wen;
	input [5-1:0] raddr1; 
	input [5-1:0] raddr2; 
	input [5-1:0] waddr; 
	input [32-1:0] wdata; 
	output [32-1:0] rdata1;
	output [32-1:0] rdata2;
	reg [32-1:0] regdata [0:32-1];
integer i;
	always@(posedge clk)
		begin
			if(rst)
				begin
					for (i=0; i<32; i=i+1)
					regdata[i] <=0;
					regdata[8] <=5; 
					regdata[3] <=2;
				end
			else
				regdata[waddr] <= (wen == 1) ? wdata : regdata[waddr]; 
		end
	assign rdata1 = ((wen) && (waddr == raddr1)) ? wdata : regdata[raddr1]; 
	assign rdata2 = ((wen) && (waddr == raddr2)) ? wdata : regdata[raddr2];
endmodule 
`timescale 1ns / 1ps
`timescale 1ns / 10ps
module pipelined_3stage(clk, rst, aluout);
input clk;				
input rst;
output [32-1:0] aluout;	
wire [31:0] inst_in_IF;
wire [31:0] inst_out;
wire [2:0] aluop;
wire [2:0] aluop_ID;
wire alusrc;
wire alusrc_ID;
wire regDST;
wire wen;
wire [32-1:0] rdata1_reg;
wire [32-1:0] rdata1_reg_ID;
wire [32-1:0] rdata2_reg;
wire [32-1:0] rdata2_reg_ID;
wire [32-1:0] wdata_out;
wire [5-1:0] waddr_out;
wire [32 - 1:0]nextPC;
wire [32 - 1:0]currPC;
PC P0(
.clk(clk),
.rst(rst),
.nextPC(currPC),
.currPC(currPC)
);
memory M0(
.clk(clk),
.rst(rst),
.wen(0),
.addr(currPC),
.data_in(aluout),
.data_out(inst_in_IF)
);
IF_ID IF0(
.clk(clk),
.rst(rst),
.instrin(inst_in_IF),
.instrout(inst_out));
wire [32-1:0]rdata2_imm = {16'b0,inst_out[15:0]};
wire [32-1:0]rdata2_imm_ID; 
wire [5-1:0]waddr_regDST=regDST ? inst_out[15:11] : inst_out[20:16]; 
wire [5-1:0]waddr_regDST_ID;
control C0(
.inst_cntrl(inst_out[31:26]),
.wen_cntrl(wen),
.alusrc_cntrl(alusrc),
.regdst_cntrl(regDST),
.aluop_cntrl(aluop));
regfile RF0(
.clk(clk),
.rst(rst),
.wen(wen),
.raddr1(inst_out[25:21]),
.raddr2(inst_out[20:16]),
.waddr(waddr_regDST_ID),
.wdata(aluout),
.rdata1(rdata1_reg),
.rdata2(rdata2_reg));
ID_EXEstage ID_EXE0(
.clk(clk),
.rst(rst),
.alusrc_cntrl_in(alusrc),
.aluop_cntrl_in(aluop),
.rdata1_in(rdata1_reg),
.rdata2_in(rdata2_reg),
.bit_extval_in(rdata2_imm),
.inp(waddr_regDST),
.alusrc_cntrl_out(alusrc_ID),
.aluop_cntrl_out(aluop_ID),
.rdata1_out(rdata1_reg_ID),
.rdata2_out(rdata2_reg_ID),
.bit_extval_out(rdata2_imm_ID),
.out(waddr_regDST_ID)
);
wire [32-1:0]b_inp=alusrc_ID ? rdata2_imm_ID : rdata2_reg_ID;
alu ALU0(
.a(rdata1_reg_ID),
.b(b_inp),
.op(aluop_ID),
.out(aluout));
endmodule
$ cat run.sh
#!/bin/bash
# OpenROAD 26Q1-2900-gdf79404cd8, Yosys 0.63+post, stock flow scripts
make -C /OpenROAD-flow-scripts/flow DESIGN_CONFIG=/design/flow/config.mk WORK_HOME=/design/flow/orfs finish
$ cat config.mk
export PLATFORM = sky130hd
export DESIGN_NAME = pipelined_3stage
export DESIGN_NICKNAME = pipelined_3stage
export VERILOG_FILES = /design/flow/design.v
export SDC_FILE = /design/flow/constraint.sdc
export NUM_CORES = 4
export LEC_CHECK = 1
export CORE_UTILIZATION = 30
export SYNTH_MEMORY_MAX_BITS = 65536
$ cat constraint.sdc
current_design pipelined_3stage

set clk_period 19.1
set clk_io_pct 0.2

create_clock -name clk0 -period $clk_period [get_ports {clk}]

set non_clock_inputs [all_inputs -no_clocks]
set_input_delay [expr $clk_period * $clk_io_pct] -clock clk0 $non_clock_inputs
set_output_delay [expr $clk_period * $clk_io_pct] -clock clk0 [all_outputs]
==> results.txt <==
fresh numbers from the pnr run: crit end category=output pin, Antenna Violating Nets Remaining=0, fraction of the mapped netlist area in simple logic gates=13.3%, root buffer cell=sky130_fd_sc_hd__clkbuf_16, total power draw=7.71 mW, Worst Max-Slew Pin Slew=0.949 ns, startpoint kind of the worst setup timing path=register, First-pass DRT Iterations=5, cts repair resizes=0, cell type with the largest total area after synthesis=sky130_fd_sc_hd__edfxtp_1, leading post-synthesis cells by cell area=sky130_fd_sc_hd__edfxtp_1, sky130_fd_sc_hd__fa_1, sky130_fd_sc_hd__mux4_2, Syn Area/Cell=11.6 sq um, final critical-path required period=13.54 ns, Remaining Overflow, GRT=0, clock transition at the register clock pins on the worst setup and hold paths after CTS=0.06 ns, half-perimeter wire length of the detailed placement result=128000 um, post-layout instance area=64500 sq um, Rows=161, primary flip-flop cell chosen by synthesis mapping=sky130_fd_sc_hd__edfxtp_1, Iter 0 DRT Violations=2936, Routed Wire Length=197000 um, vias per cell=5.23, VDD IR-drop max=86.0 uV, total routing resource utilization after global routing=21.4%, worst reg-to-reg setup slack=10.15 ns, cell total in the yosys stat output=5040, number of sinks on the clock net=863, share of the yosys chip area belonging to registers=42.8%, worst slew slack as a fraction of its limit=36.5%, Seq cells post-synth=863, outcome=completed, leading cell type by number of instances after synthesis=sky130_fd_sc_hd__nor2_1, post-place setup slack=6.36 ns, count of unresolved DRC violations after routing=0, Vias=39300, Worst Path Required=15.28 ns, pin count of the biggest net entering global routing=43, RSZ-0062 raised after global routing=false, number of buffers created by CTS=85, accumulated negative setup slack=0 ns, proportion of layout cells with a drive suffix above 1=15.2%, average wire length per cell after detail routing=26.2 um, critical path class=register to output pin, CP Data Arrival Time=9.72 ns, total I/O pin count=34, deepest clock path buffer count=3, final count of hold timing violations=0, Leak Pwr=24.5 nW, maximum frequency from static timing analysis=0.0739 GHz, share of cell area taken by muxes after synthesis=12.8%, post-synthesis instance area=58300 sq um, Adder Area Share=18.2%, Worst path slowest cell=sky130_fd_sc_hd__fa_1, Initial Util=30.3%, vias in the first global route=42600, core region area=193000 sq um, worst min-delay path category=register to register, number of buffers inserted to repair setup after CTS=0, width of the die=443 um, cell repeated most along the worst path=sky130_fd_sc_hd__fa_1, H-tree depth reported by CTS=3, synth cell count leaders=sky130_fd_sc_hd__nor2_1, sky130_fd_sc_hd__edfxtp_1, sky130_fd_sc_hd__inv_1, Synth logic family=adder cells, number of library cell types mapped by synthesis=91, Buffers on Ports=33, Area Growth Syn to Fin=10.6%, max incr delay on CP=0.57 ns, Die ar.=196000 sq um, area fraction in xor and xnor cells=1.77%, final worst slack=5.56 ns, Chip Area, Yosys=58300 sq um, global-route wire length before repair=288000 um, initial antenna violation count=6, floorplan die height=443 um, CTS Hold Bufs=0, FFs w/ async S/R, synth=0%, Pwr Density=120 nW/um^2, endpoints failing setup=0, clock tree from TritonCTS=built, tally of OpenROAD warnings=53, setup clock skew after layout=0.0288 ns, number of flops mapped to enable cells by yosys=768, total of max-cap violations=0, clk ins delay skew pair=0.69 ns, post-route worst hold slack=0.465 ns, Mapped Cells=5040, placed instance area=61700 sq um, maximum fanout count along the critical path=37, synth warn=8, AO/OA Area Share=4.92%, part of the cycle the worst path needs=70.9%, final number of max-transition violations=0, routability congestion estimate from global placement=0.983, top area contributor share=39.5%
-- flip-flops by register name (all words and copies together), names as in the netlist --
name,cells
RF0.regdata,768
ID_EXE0.rdata1_out,32
ID_EXE0.rdata2_out,32
IF0.instrout,13
ID_EXE0.bit_extval_out,5
ID_EXE0.out,5
P0.currPC,4
ID_EXE0.aluop_cntrl_out,3
ID_EXE0.alusrc_cntrl_out,1
-- worst max-delay path: cells and delay by family (launching register included) --
| kind | cells | cell delay (ns) |
|---|---|---|
| AOI/OAI and AO/OA | 7 | 1.80 |
| adders and majority gates | 9 | 4.04 |
| buffers and inverters | 9 | 1.92 |
| DFF | 1 | 0.30 |
| muxes | 1 | 0.46 |
| and+or+nand+nor | 2 | 0.47 |
-- metal layers --
layer / wire length, um / global-route usage [%] / share of wire [%] / vias to the layer above
li1: - / - / - / 16900
met1: 63800 / 23.3 / 32 / 19300
met2: 94200 / 33.6 / 48 / 2648
met3: 28600 / 13.1 / 15 / 486
met4: 10600 / 8.78 / 5.4 / 10
met5: 200 / 0.928 / 0.10 / -
-- stage by stage --
step / util [%] / std cells
after floorplan: - / 5040
after global placement: 32.0 / 7368
after detailed placement: 32.0 / 7368
after CTS: 33.4 / 7524
after global routing: 33.4 / 7524
final: 33.5 / 7526
-- area by class of cell --
cell class	count	area [sq um]
repair buffers	210	1650
clock buffers	99	2180
clock inverters	57	574
inverters	512	1920
flip-flops and latches	863	25000
fillers	18400	128000
multi-input cells	3257	30000
well taps	2526	3160
diodes	2	5.00
-- cells in the final DEF (no fill, tap or decap), types with 13 or more instances in the layout --
| cell type | synthesis | routed |
|---|---|---|
| sky130_fd_sc_hd__xor2_1 | 30 | 30 |
| sky130_fd_sc_hd__xnor2_1 | 83 | 83 |
| sky130_fd_sc_hd__o21bai_1 | 14 | 14 |
| sky130_fd_sc_hd__clkbuf_1 | 311 | 14 |
| sky130_fd_sc_hd__clkdlybuf4s50_1 | 0 | 32 |
| sky130_fd_sc_hd__o211ai_1 | 14 | 14 |
| sky130_fd_sc_hd__dfxtp_1 | 95 | 88 |
| sky130_fd_sc_hd__mux4_2 | 320 | 320 |
| sky130_fd_sc_hd__clkbuf_16 | 0 | 85 |
| sky130_fd_sc_hd__clkinv_1 | 1 | 19 |
| sky130_fd_sc_hd__o22ai_1 | 33 | 33 |
| sky130_fd_sc_hd__nor2b_1 | 43 | 35 |
| sky130_fd_sc_hd__nor2_1 | 895 | 893 |
| sky130_fd_sc_hd__o21a_1 | 13 | 13 |
| sky130_fd_sc_hd__nor3_1 | 34 | 33 |
| sky130_fd_sc_hd__o21ai_0 | 66 | 66 |
| sky130_fd_sc_hd__a21oi_1 | 114 | 112 |
| sky130_fd_sc_hd__fa_1 | 410 | 410 |
| sky130_fd_sc_hd__nor2_2 | 22 | 24 |
| sky130_fd_sc_hd__ha_1 | 192 | 192 |
| sky130_fd_sc_hd__mux2i_1 | 23 | 23 |
| sky130_fd_sc_hd__a21o_1 | 27 | 27 |
| sky130_fd_sc_hd__nand2_1 | 407 | 361 |
| sky130_fd_sc_hd__buf_4 | 10 | 177 |
| sky130_fd_sc_hd__and2_1 | 264 | 264 |
| sky130_fd_sc_hd__nand2b_1 | 16 | 16 |
| sky130_fd_sc_hd__nand3_1 | 35 | 35 |
| sky130_fd_sc_hd__edfxtp_1 | 768 | 768 |
| sky130_fd_sc_hd__inv_1 | 501 | 499 |
| sky130_fd_sc_hd__nand2_2 | 0 | 46 |
-- power by group --
group | internal (mW) | switching [mW]
sequential | 2.18 | 0.0762
clock | 0.935 | 0.748
combinational | 1.34 | 2.43
-- final timing paths --
kind | start | end | depth (start not counted)
worst max-delay path | ID_EXE0.alusrc_cntrl_out$_SDFF_PP0_ | aluout[30] | 28
worst min-delay path | IF0.instrout[14]$_SDFF_PP0_ | ID_EXE0.bit_extval_out[14]$_SDFF_PP0_ | 1
worst max register to register | ID_EXE0.alusrc_cntrl_out$_SDFF_PP0_ | RF0.regdata[29][29]$_SDFFCE_PN0P_ | 26
worst min register to register | IF0.instrout[14]$_SDFF_PP0_ | ID_EXE0.bit_extval_out[14]$_SDFF_PP0_ | 1
-- logic make-up (layout without fill, tap and decap cells) --
| family | count (synthesis) | after routing |
|---|---|---|
| DFF | 863 | 863 |
| xor gates and xnor gates | 115 | 115 |
| buffers and inverters | 920 | 878 |
| adders and majority gates | 602 | 602 |
| and+or+nand+nor | 1774 | 1774 |
| AOI/OAI and AO/OA | 419 | 419 |
| muxes | 347 | 347 |
| other | 0 | 2 |
No activity file was given, so power comes from the tool's default toggle rates.
