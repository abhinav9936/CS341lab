File: /design/flow/constraint.sdc
current_design pipelined_regfile_4stage

set clk_period 14.6
set clk_io_pct 0.2

create_clock -name clk0 -period $clk_period [get_ports {clk}]

set non_clock_inputs [all_inputs -no_clocks]
set_input_delay [expr $clk_period * $clk_io_pct] -clock clk0 $non_clock_inputs
set_output_delay [expr $clk_period * $clk_io_pct] -clock clk0 [all_outputs]
File: /design/flow/run.sh
#!/bin/bash
# OpenROAD 26Q1-2900-gdf79404cd8, Yosys 0.63+post, stock flow scripts
make -C /OpenROAD-flow-scripts/flow DESIGN_CONFIG=/design/flow/config.mk WORK_HOME=/design/flow/orfs finish
File: /design/flow/config.mk
export PLATFORM = sky130hd
export DESIGN_NAME = pipelined_regfile_4stage
export DESIGN_NICKNAME = pipelined_regfile_4stage
export VERILOG_FILES = /design/flow/design.v
export SDC_FILE = /design/flow/constraint.sdc
export NUM_CORES = 4
export LEC_CHECK = 1
export CORE_UTILIZATION = 40
export SYNTH_MEMORY_MAX_BITS = 65536
File: /design/flow/design.v
`timescale 1ns / 10ps
module EXE_WBstage (
	input  clk,  rst,
	input  [4:0] waddr_in,
	input [32-1:0] aluoutput_in,
	output reg [4:0] waddr_out,
	output reg [32-1:0] aluoutput_out
);
always @ (posedge clk) begin
	if (rst)
	begin
		waddr_out <= 0;
		aluoutput_out <= 0;
	end
	else
	begin
		waddr_out <= waddr_in;
        aluoutput_out <= aluoutput_in;
	end
end 
endmodule
`timescale 1ns / 10ps
module ID_EXEstage (
	input  clk,  
	input  rst, 
    input  alusrc_cntrl_in,
    input [2:0] aluop_cntrl_in,
    input  [32-1:0] rdata1_in,
    input  [32-1:0] rdata2_in,
    input [32-1:0] bit_extval_in, 
    input  [4:0] inp,  
    output  reg alusrc_cntrl_out,
    output  reg [2:0] aluop_cntrl_out,
    output  reg [32-1:0] rdata1_out,
    output  reg [32-1:0] rdata2_out,
    output  reg [32-1:0] bit_extval_out,
    output reg [4:0] out
);
always @ (posedge clk) begin
	if (rst)
	begin
		alusrc_cntrl_out <= 0;
		aluop_cntrl_out <= 0;
		rdata1_out <= 0;
		rdata2_out <= 0;
		bit_extval_out <= 0;
		out <= 0;
	end
	else
	begin
		alusrc_cntrl_out <= alusrc_cntrl_in;
        aluop_cntrl_out <= aluop_cntrl_in;
        rdata1_out <= rdata1_in;
        rdata2_out <= rdata2_in;
        bit_extval_out <= bit_extval_in;
        out <= inp;
	end
end 
endmodule
`timescale 1ns / 1ps
`timescale 1ns / 10ps
module IF_ID(
	input  clk, 
    input rst,	
	input [32-1:0] instrin, 
	output reg [32-1:0] instrout
);
always @ (posedge clk) begin
	if (rst)
	begin
		instrout <= 0;
	end
	else
	begin
		instrout <= instrin;
	end
end 
endmodule
`timescale 1ns / 10ps
module PC(
       clk,
		 rst,       
		 nextPC,		 
		 currPC);
		 input clk,rst;		 
		 input [32 - 1:0]nextPC;		  
		 output reg [32 - 1:0]currPC;
	always @ (posedge clk) begin
             if (rst)
             begin
                 currPC <= 0;
             end
             else
             begin
                 currPC <= nextPC+1;
             end
         end 	 
endmodule	
`timescale 1ns / 10ps
module alu(
   a,    
   b,    
   op,    
   out    
   );
   input [32-1:0] a, b;
   input [2:0] op;
   output reg [32-1:0] out;
always @(a or b or op )
begin
   case(op)
       6'b000000: out = a+b;
       6'b000001: out = a - b;
       6'b000010: out = a & b;
       6'b000011:  out = a^b;
       6'b000100: out = a<=b;
       6'b000101: out = a*b;
       6'b000110: out = a+b;
default: out = 0;  
   endcase
end
endmodule
`timescale 1ns / 10ps
module control(
  input [5:0] inst_cntrl, 
  output reg wen_cntrl,
  output reg alusrc_cntrl,
  output reg regdst_cntrl,
  output reg [2:0] aluop_cntrl
  );
  always@(inst_cntrl)
  begin
    case(inst_cntrl)
			6'b000000: begin
					wen_cntrl=1;
					alusrc_cntrl=0;
					regdst_cntrl=1;
					aluop_cntrl=inst_cntrl[2:0];
			end
        6'b000001: begin
                wen_cntrl=1;
					 alusrc_cntrl=0;
					 regdst_cntrl=1;
                aluop_cntrl=inst_cntrl[2:0];
        end
        6'b000010: begin
                wen_cntrl=1;
					 alusrc_cntrl=0;
					 regdst_cntrl=1;
                aluop_cntrl=inst_cntrl[2:0];
        end
        6'b000011: begin
                wen_cntrl=1;
					 alusrc_cntrl=0;
					 regdst_cntrl=1;
                aluop_cntrl=inst_cntrl[2:0];
        end
        6'b000100: begin
                wen_cntrl=1;
					 alusrc_cntrl=0;
					 regdst_cntrl=1;
                aluop_cntrl=inst_cntrl[2:0];
        end
        6'b000101: begin
                wen_cntrl=1;
					 alusrc_cntrl=0;
					 regdst_cntrl=1;
                aluop_cntrl=inst_cntrl[2:0];
			end
		6'b000110: begin
                wen_cntrl=1;
					 alusrc_cntrl=1;
					 regdst_cntrl=0;
                aluop_cntrl=inst_cntrl[2:0];
        end
		default: begin
				wen_cntrl=1; 
				alusrc_cntrl=0;
				regdst_cntrl=1;
				aluop_cntrl=inst_cntrl[2:0];
		end	
    endcase
  end
endmodule
`timescale 1ns / 10ps
module memory( clk, rst, wen, addr, data_in, data_out); 
  input clk;
  input rst;
  input wen;					 
  input [32-1:0] addr;       
  input [32-1:0] data_in;    
  output [32-1:0] data_out;  
  reg [32-1:0] memory [0:32*32-1];  
assign data_out = memory[addr];		    
  always @(posedge clk)
    begin
      if(rst)
        begin
        memory[0] <= 32'h00000000;
        memory[1] <= 32'h05031000;
        memory[2] <= 32'h00000000;
        memory[3] <= 32'h00430800;
        memory[4] <= 32'h00000000;
        memory[5] <= 32'h0901F000;
        memory[6]  <= 32'h00000000;
        memory[7] <= 32'h1502F800;
        memory[8]  <= 32'h00000000;
        memory[9] <= 32'h03fa5000;
        memory[10] <= 32'h18E40001;
        memory[11] <= 32'h00000000;
        memory[12] <= 32'h00000000;
	end
      else
        begin
          if (wen) 
            begin            
              memory[addr] <= data_in;
            end
	end
    end
endmodule
`timescale 1ns / 1ps
`timescale 1ns / 10ps
module pipelined_regfile_4stage(clk, rst, aluout_EXE_WB);
input clk;				
input	rst;
output [32-1:0] aluout_EXE_WB;
wire [32-1:0] aluout;
wire [31:0] inst_in_IF;
wire [31:0] inst_out;
wire [2:0] aluop;
wire [2:0] aluop_ID;
wire alusrc;
wire alusrc_ID;
wire regDST;
wire wen;
wire [32-1:0] rdata1_reg;
wire [32-1:0] rdata1_reg_ID;
wire [32-1:0] rdata2_reg;
wire [32-1:0] rdata2_reg_ID;
wire [32-1:0] wdata_out;
wire [5-1:0] waddr_out;
wire [32 - 1:0]nextPC;
wire [32 - 1:0]currPC;
PC P0(
.clk(clk),
.rst(rst),
.nextPC(currPC),
.currPC(currPC)
);
memory M0(
.clk(clk),
.rst(rst),
.wen(0),
.addr(currPC),
.data_in(aluout),
.data_out(inst_in_IF)
);
IF_ID IF0(
.clk(clk),
.rst(rst),
.instrin(inst_in_IF),
.instrout(inst_out));
wire [5-1:0]waddr_WB; 
wire [32-1:0]rdata2_imm = {16'b0,inst_out[15:0]};
wire [32-1:0]rdata2_imm_ID; 
wire [5-1:0]waddr_regDST=regDST ? inst_out[15:11] : inst_out[20:16]; 
wire [5-1:0]waddr_regDST_ID;
control C0(
.inst_cntrl(inst_out[31:26]),
.wen_cntrl(wen),
.alusrc_cntrl(alusrc),
.regdst_cntrl(regDST),
.aluop_cntrl(aluop));
regfile RF0(
.clk(clk),
.rst(rst),
.wen(wen),
.raddr1(inst_out[25:21]),
.raddr2(inst_out[20:16]),
.waddr(waddr_WB),
.wdata(aluout_EXE_WB),
.rdata1(rdata1_reg),
.rdata2(rdata2_reg));
ID_EXEstage ID_EXE0(
.clk(clk),
.rst(rst),
.alusrc_cntrl_in(alusrc),
.aluop_cntrl_in(aluop),
.rdata1_in(rdata1_reg),
.rdata2_in(rdata2_reg),
.bit_extval_in(rdata2_imm),
.inp(waddr_regDST),
.alusrc_cntrl_out(alusrc_ID),
.aluop_cntrl_out(aluop_ID),
.rdata1_out(rdata1_reg_ID),
.rdata2_out(rdata2_reg_ID),
.bit_extval_out(rdata2_imm_ID),
.out(waddr_regDST_ID)
);
wire [32-1:0]b_inp=alusrc_ID ? rdata2_imm_ID : rdata2_reg_ID;
alu ALU0(
.a(rdata1_reg_ID),
.b(b_inp),
.op(aluop_ID),
.out(aluout));
EXE_WBstage exe0(
.clk(clk),
.rst(rst),
.waddr_in(waddr_regDST_ID),
.aluoutput_in(aluout),
.waddr_out(waddr_WB),
.aluoutput_out(aluout_EXE_WB)
);								
endmodule
`timescale 1ns / 10ps
`timescale 1ns / 1ps
module regfile (
	clk,
	rst,
	wen,
	raddr1, 
	raddr2, 
	waddr, 
	wdata, 
	rdata1,
	rdata2
	);
	input clk;
	input rst;
	input wen;
	input [5-1:0] raddr1; 
	input [5-1:0] raddr2; 
	input [5-1:0] waddr; 
	input [32-1:0] wdata; 
	output [32-1:0] rdata1;
	output [32-1:0] rdata2;
	reg [32-1:0] regdata [0:32-1];
integer i;
	always@(posedge clk)
		begin
			if(rst)
				begin
					for (i=0; i<32; i=i+1)
					regdata[i] <=0;
					regdata[8] <=5; 
					regdata[3] <=2;
				end
			else
				regdata[waddr] <= (wen == 1) ? wdata : regdata[waddr]; 
		end
	assign rdata1 = ((wen) && (waddr == raddr1)) ? wdata : regdata[raddr1]; 
	assign rdata2 = ((wen) && (waddr == raddr2)) ? wdata : regdata[raddr2];
endmodule 
==> Slide: Implementation Results <==
Synthesis and Place & Route Summary

Status
  • Status: finished, final reports clean

Place
  • GPL Wtd Cong: 1.02
  • Port Buf Inserts: 33
  • Placed cells: 6,667
  • HPWL after DPL: 125,000 um

Worst setup path
  • Cell family with most CP delay: adder cells
  • Critical path required time: 15.11 ns
  • Worst setup EP type: flop
  • Critical Path Stages: 22
  • Max stage delay on crit path: 0.57 ns
  • Worst-path fanout max: 35
  • R2R setup slack: 6.34 ns
  • CP cell instances: buf_4 -> mux2i_1 -> inv_1 -> ha_1 -> inv_1 -> fa_1 -> fa_1 -> fa_1 -> fa_1 -> fa_1 -> fa_1 -> fa_1 -> fa_1 -> xor2_1 -> xnor2_1 -> xnor2_1 -> xnor2_1 -> xnor3_1 -> xnor3_1 -> a21bo_2 -> a31oi_1 -> a31oi_1
  • CP Data Arrival Time: 8.77 ns
  • WP buf/inv: 3
  • Crit path max-delay cell type: fa_1
  • Worst Path Class, Setup: reg -> reg
  • Reg-to-reg endpoint: exe0.aluoutput_out[31]$_SDFF_PP0_
  • Crit path launch: ID_EXE0.alusrc_cntrl_out$_SDFF_PP0_
  • R2R depth: 22
  • Critical Path End: exe0.aluoutput_out[31]$_SDFF_PP0_
  • Crit path top cell by count: fa_1
  • Critical Path Start Type: flop
  • Worst reg2reg path startpoint: ID_EXE0.alusrc_cntrl_out$_SDFF_PP0_

Detailed routing
  • Routed vias: 38,700
  • DRT Wirelength: 192,000 um
  • Vias per cell: 5.66
  • Initial drt markers: 2,746
  • DRC viols: 0
  • DR WL/cell: 28.0 um
  • Remaining antenna violation count: 0
  • Antenna Cells: 0
  • DR pass1 iterations: 5

Logic synthesis
  • Top-area cell share: 39.4%
  • Mapped Area: 58,600 um2
  • Synth warn: 9
  • Dominant register cell: edfxtp_1
  • Leading area contributor after synthesis: edfxtp_1
  • EDFF count, synth: 768
  • Register area share after synthesis: 43.9%
  • Yosys stat area: 58,600 um2
  • Mapped Cells: 4,961
  • Ys cells: 4,961
  • Avg Cell Area, Syn: 11.8 um2
  • Top cells by area, synth: edfxtp_1 (39%), fa_1 (14%), mux4_2 (12%), nor2_1 (6.3%), dfxtp_1 (4.5%)
  • Ys async rst share: 0%
  • Ys flops: 900
  • Count of different cell masters after synthesis: 87

Flow run
  • Maxcap violations: 0
  • Tool Warnings: 59

Clock tree
  • Clock Path Buffers: 3
  • CTS tree: built
  • Clk sinks: 900
  • Post-CTS sizing: 0
  • Clock transition at path regs: 0.06 ns
  • Worst-Skew Late Latency: 0.66 ns
  • Hold buffers post-CTS: 0
  • Num CTS Buffers: 93
  • Post-CTS setup buffers: 0
  • Clk Tree Root Cell: clkbuf_16
  • H-tree depth: 3

Floorplan
  • Core area: 146,000 um2
  • Chip area: 148,000 um2
  • Chip width: 385 um
  • FP Util: 40.2%
  • FP Rows: 140
  • Die height: 385 um
  • Ports: 34

Global route
  • First-pass GRT wire length: 281,000 um
  • Initial antenna violation count: 3
  • Number of global-route vias before repair: 41,900
  • Largest net degree at the start of global routing: 82
  • Gr usage total: 28.6%
  • Grt total ovfl: 0

Pwr
  • Leak Pwr: 0.0218 uW
  • Pwr/cell area: 103 nW/um2
  • Max VDD drop: 0.000118 V

Cells and area
  • Area Growth Syn to Fin: 9.58%
  • Layout cells sized above 1: 14.8%
  • Cell Count, Final, Fillers Out: 6,840

Final timing
  • Slew @ Worst Pin: 0.970 ns
  • Final Hold Viols: 0
  • Min Clock Period, post-route: 8.26 ns
  • Unrepaired setup endpoints after global routing: no
  • Hold_ws: 0.456 ns
  • Fin crit share: 56.6%
  • Final setup vio count: 0
  • Peak Freq: 0.121 GHz
  • Setup TNS: 0 ns
  • Clock skew: 0.0245 ns
  • Max-slew violations: 0
  • Slew HR: 35.3%

Min path
  • Min-delay worst type: reg -> reg
-- cell usage after synthesis (12+ instances only) --
library cell,count
a211oi_1,14
a21o_1,26
a21oi_1,101
a31oi_1,14
and2_1,149
buf_1,68
buf_2,18
clkbuf_1,319
dfxtp_1,132
edfxtp_1,768
fa_1,410
ha_1,192
inv_1,358
mux2i_1,80
mux4_2,320
nand2_1,411
nand2b_1,75
nand3_1,24
nor2_1,986
nor2b_1,46
nor3_1,37
o21a_1,20
o21ai_0,64
o21bai_1,15
o22ai_1,12
xnor2_1,84
xor2_1,24
-- per-stage QoR --
stage                     total power, uW  setup slack, ns  area (um2)  util (%)
after global routing                 6880             5.97       64200      44.1
after floorplan                      3830             7.19       58600         -
final                                6630             6.34       64200      44.1
after detailed placement             4320             6.36       61200      42.0
after CTS                            6650             6.33       64200      44.1
after global placement               4310             6.53       61200      42.0
-- layout make-up --
class                           count  area (um2)
Sequential cell                   900       25700
Tap cell                         1917        2400
Fill cell                       12900       81400
Multi-Input combinational cell   3287       30100
Timing Repair Buffer              201        1630
Inverter                          362        1360
Clock inverter                     44         445
Clock buffer                      129        2550
-- worst min-delay path by stage --
stage	to	depth (start not counted)	from
after CTS	exe0.waddr_out[3]$_SDFF_PP0_	1	ID_EXE0.out[3]$_SDFF_PP0_
after global routing	exe0.waddr_out[3]$_SDFF_PP0_	1	ID_EXE0.out[3]$_SDFF_PP0_
final	ID_EXE0.aluop_cntrl_out[0]$_SDFF_PP0_	1	IF0.instrout[26]$_SDFF_PP0_
-- worst reg2reg max path, delay by kind of cell (launching register included) --
kind / cells / cell delay [ns]
flip-flops: 1 / 0.31
multiplexers: 1 / 0.53
AND-OR/OR-AND: 3 / 0.52
XOR/XNOR: 6 / 1.34
buffers and inverters: 3 / 1.18
adder cells (fa/ha/maj): 9 / 4.24
-- power by group --
group          switching, uW  internal [uW]  total, uW  leakage, uW
clock                   1010           1340       2350      0.00149
combinational            814            474       1290       0.0113
sequential              94.4           2890       2990      0.00903
total                   1920           4710       6630       0.0218
-- registers in the layout, indices dropped and copies added, names as in the netlist --
name                      flops
ID_EXE0.rdata1_out           32
RF0.regdata                 768
IF0.instrout                 13
exe0.waddr_out                5
ID_EXE0.bit_extval_out        5
ID_EXE0.aluop_cntrl_out       3
ID_EXE0.out                   5
P0.currPC                     4
ID_EXE0.alusrc_cntrl_out      1
ID_EXE0.rdata2_out           32
exe0.aluoutput_out           32
-- cell families after synthesis --
group / Yosys count / share of synthesized area (%)
fa+ha+maj: 602 / 18.1
xor+xnor: 110 / 1.69
mux: 403 / 13.7
buf+inv: 774 / 5.05
simple gates: 1798 / 13.2
flops: 900 / 43.9
compound gates: 374 / 4.29
-- layer usage --
layer  share of wire [%]  track usage [%]  up-vias
li1                    -                -    16800
met1                  33             33.9    19100
met2                  47             42.7     2412
met3                  16             18.9      482
met4                 4.6             9.85       10
met5               0.092             1.07        -
-- cells in the final DEF (no fill, tap or decap), drive strengths merged, types with 20 or more instances in the layout --
master / count
a21o: 27
a21oi: 102
and2: 150
buf: 169
clkbuf: 129
clkdlybuf4s50: 32
clkinv: 36
dfxtp: 132
edfxtp: 768
fa: 410
ha: 192
inv: 364
mux2i: 80
mux4: 320
nand2: 411
nand2b: 75
nand3: 24
nor2: 986
nor2b: 52
nor3: 37
o21a: 20
o21ai: 68
xnor2: 84
xor2: 24
No activity file was given, so power comes from the tool's default toggle rates.
